==> flow/design.v <==
module i2cLine          
    ( input  logic clk,
      input  logic reset,        
      input  logic tickX16,      
      input  logic sdatOut,
      input  logic sclkOut,      
      output logic sdatFlt,
      output logic sclkFlt,      
      inout  wire  sdat,
      inout  wire  sclk );
   logic  sdatIn;
   assign sdatIn = sdat;
   assign sdat = ( sdatOut ) ? 1'bz : 1'b0;
   logic  sclkIn;
   assign sclkIn = sclk;
   assign sclk = ( sclkOut ) ? 1'bz : 1'b0;
   logic [ 1 : 0 ] sdatSyn, sclkSyn;
   always_ff @( posedge clk, posedge reset )
      if ( reset ) begin
         sdatSyn <= 2'b11;
         sclkSyn <= 2'b11;
      end else begin
         sdatSyn <= { sdatSyn[ 0 ], sdatIn };
         sclkSyn <= { sclkSyn[ 0 ], sclkIn };
      end 
   logic [ 2 : 0 ] sdatDly, sclkDly;
   always_ff @( posedge clk, posedge reset )
      if ( reset ) begin
         sdatDly <= 3'b111;
         sclkDly <= 3'b111;
      end else if ( tickX16 ) begin
         sdatDly <= { sdatDly[ 1 : 0 ], sdatSyn[ 1 ] };
         sclkDly <= { sclkDly[ 1 : 0 ], sclkSyn[ 1 ] };
      end
   assign sdatFlt = ( sdatDly[ 2 ] & sdatDly[ 1 ] ) | ( sdatDly[ 1 ] & sdatDly[ 0 ] ) | ( sdatDly[ 2 ] & sdatDly[ 0 ] );
   assign sclkFlt = ( sclkDly[ 2 ] & sclkDly[ 1 ] ) | ( sclkDly[ 1 ] & sclkDly[ 0 ] ) | ( sclkDly[ 2 ] & sclkDly[ 0 ] );
endmodule
==> flow/run.sh <==
#!/bin/bash
# OpenROAD 26Q1-2900-gdf79404cd8, Yosys 0.63+post, stock flow scripts
make -C /OpenROAD-flow-scripts/flow DESIGN_CONFIG=/design/flow/config.mk WORK_HOME=/design/flow/orfs finish
==> flow/config.mk <==
export PLATFORM = sky130hd
export DESIGN_NAME = i2cLine
export DESIGN_NICKNAME = i2cLine
export VERILOG_FILES = /design/flow/design.v
export SDC_FILE = /design/flow/constraint.sdc
export NUM_CORES = 4
export LEC_CHECK = 1
export CORE_AREA = 10 10 70 70
export DIE_AREA = 0 0 80 80
==> flow/constraint.sdc <==
current_design i2cLine

set clk_period 1.3
set clk_io_pct 0.2

create_clock -name clk0 -period $clk_period [get_ports {clk}]

set non_clock_inputs [all_inputs -no_clocks]
set_input_delay [expr $clk_period * $clk_io_pct] -clock clk0 $non_clock_inputs
set_output_delay [expr $clk_period * $clk_io_pct] -clock clk0 [all_outputs]
==> impl.org <==
#+TITLE: Physical design notes

** Run status
- The run finished with clean final reports.

** Global routing
- The first global-routing pass estimated 579 µm of wire.
- Entering global routing, the biggest net connects 6 pins.
- Initial antenna violation count :: 0
- For met2 alone, demand over resource in global routing was 0.01284.
- Number of global-route vias before repair :: 139
- For met1 alone, demand over resource in global routing was 0.01202.
- Met3 GRT Util :: 0.02045
- Global route summary, busiest routing layer listed as met3.
- In the global route stage, overall resource usage came out at 0.01253.
- Per the GRT congestion report, total overflow comes to 0.

** Layout
- Per the run report, area growth between synthesis and finish was 55.15%.
- Fraction of final layout cells with drive strength greater than 1 :: 0.6957
- Filler Cells Inserted :: 402
- Final non-filler cell area :: 320.3 µm²

** Critical path
- Critical Path Sink Type :: output pin
- Per the timing report, the biggest fanout along the worst path comes to 2.
- Worst path required time :: 1.04 ns
- Slowest cell on crit path :: sky130_fd_sc_hd__dfstp_2
- Worst-path cell chain :: maj3_2 -> buf_2
- Slowest cell delay on critical path :: 0.52 ns
- Critical path start-end classification :: register to output pin
- Logic depth along the worst register-to-register path is recorded as 2.
- Kind of start point of the critical path :: register
- CP arrival :: 1.04 ns

** Routing
- The count of nets left with antenna violations once routing finished came out at 0.
- In this run, the number of DRC markers left after iteration 0 of detailed routing was 2.
- DRC violation count after routing :: 0
- Total iterations of the first detailed-routing run :: 4
- Wires add up to 351 µm.
- Post-detailed-route wirelength per cell :: 5.087 µm
- Antenna diode instance count :: 0
- Per the detail_route report, vias per standard cell equal 1.681.
- Total via count in the routed design :: 116

** Synthesis
- Synthesis handed over a netlist of 14 instances.
- Post-synthesis average cell area :: 14.75 µm²
- Commonest cells post-synth :: 5 x sky130_fd_sc_hd__dfstp_2, 3 x sky130_fd_sc_hd__buf_4, 3 x sky130_fd_sc_hd__mux2_2
- The post-synth register bit count is 5.
- For this run, the number of Yosys warnings is 3.
- For this run, the register share of the synthesized area comes to 0.6364.
- Top cells by area :: sky130_fd_sc_hd__dfstp_2 64%, sky130_fd_sc_hd__mux2_2 16%, sky130_fd_sc_hd__buf_4 11%, sky130_fd_sc_hd__maj3_2 5.5%, sky130_fd_sc_hd__conb_1 1.8%
- Biggest area consumer among synthesized cells :: sky130_fd_sc_hd__dfstp_2
- Fraction of post-synthesis cell area in the top cell type by area :: 0.6364
- The area recorded from the Yosys report for this design is 206.4 µm².
- In this run, distinct cell masters in the synthesized netlist total 6.
- In the synthesized netlist the dominant register cell turns out to be sky130_fd_sc_hd__dfstp_2.
- Before any placement, the netlist area is recorded as 206.4 µm².
- Number of enable flip-flop cells :: 0
- Number of cells in the yosys synthesis report :: 14
- In the synthesized netlist the async set-or-reset flop fraction comes to 1.000.
- Top cell type by instance count after synthesis :: sky130_fd_sc_hd__dfstp_2

** Floorplanning
- IO Count :: 9
- Vertical die dimension :: 80 µm
- Num rows :: 21
- The initial utilization of the core area, before any placement, comes to 0.06044.
- Chip Width :: 80 µm
- Core area :: 3416 µm²
- Die footprint :: 6400 µm²

** STA
- Share of the clock period used by the worst path after layout :: 0.9964
- Final Slew Violations :: 0
- Post-Route Hold Slack :: 0.3534 ns
- Counting I/O delays and the setup requirement, the final critical path takes 1.295 ns.
- Setup repair after global routing could not meet its margin everywhere.
- Count of final setup violators :: 0
- Counting endpoints that fail hold in the final report gives 0.
- Worst clock skew :: 0.001352 ns
- Max Freq :: 772.0 MHz

** Pwr
- The leakage power in the latest report is 0.1232 nW.
- VDD IR-drop max :: 258.7 µV
- Summing internal, switching and leakage power gives 427.1 µW.
- Power density cells :: 1334 nW/µm²

** Placed design
- Final Wtd Congestion :: 0.6098
- The count of buffers added on input and output ports is 4.
- Cell area after placement :: 304.0 µm²

** CTS
- Per the CTS log, the buffer count on the longest clock path is 2.
- CTS Root Cell :: sky130_fd_sc_hd__clkbuf_4
- For reference, the clock transition at the flip-flops on the worst setup and hold paths is 0.04 ns.
- Worst-Skew Late Latency :: 0.24 ns
- Post-CTS setup buffer count :: 0
- TritonCTS built the clock tree.
- The number of clock sinks came to 5.
- TritonCTS created 3 clock buffers.
- H-tree level count :: 1

** Min path
- Class of the tightest hold or removal check :: register to register
- Hold path cells :: 0

** Job
- OpenROAD emitted warnings numbering 29.
- Per the run summary, max-cap violations total 0.
[through the flow]
| step | setup TNS [ns] | cells | util | setup WS (ns) |
|---|---|---|---|---|
| final | 0 | 69 | 0.09377 | 0.004708 |
| after global routing | -0.09409 | 69 | 0.09377 | -0.04871 |
| after CTS | -0.06128 | 69 | 0.09377 | -0.03089 |
| after detailed placement | -0.2543 | 65 | 0.08901 | -0.1276 |
| after global placement | -0.2494 | 65 | 0.08901 | -0.1252 |
| after floorplan | 0 | 16 | - | 0.2818 |
[placed cells by master (no fill, tap or decap), drive strengths merged]
cell type / Yosys / routed
dfstp: 5 / 5
maj3: 1 / 1
inv: 1 / 1
conb: 1 / 3
clkbuf: 0 / 4
clkdlybuf4s50: 0 / 2
buf: 3 / 4
mux2: 3 / 3
[where the power goes]
| group | switching [mW] | internal, mW | total [mW] | leakage (nW) |
|---|---|---|---|---|
| clock | 0.0590 | 0.116 | 0.175 | 0.0150 |
| combinational | 0.0173 | 0.0409 | 0.0582 | 0.0557 |
| sequential | 0.00820 | 0.186 | 0.194 | 0.0526 |
[sequential cells by signal (all words and copies together) (netlist names)]
register,count
sclkDly,1
sdatSyn,1
sclkSyn,1
sdatDly,2
[worst paths after layout]
path                                   startpoint                     end  slack [ns]
min in group asynchronous                   reset  sclkDly[1]$_DFFE_PP1P_        0.44
setup reg to reg           sdatDly[0]$_DFFE_PP1P_  sdatDly[0]$_DFFE_PP1P_        0.48
hold reg to reg              sclkSyn[0]$_DFF_PP1_    sdatSyn[1]$_DFF_PP1_        0.35
setup / recovery           sdatDly[2]$_DFFE_PP1P_                 sdatFlt       0.005
max in group asynchronous                   reset    sclkSyn[0]$_DFF_PP1_        0.84
hold / removal               sclkSyn[0]$_DFF_PP1_    sdatSyn[1]$_DFF_PP1_        0.35
[per-layer routing]
metal,part of all wire,wire length [µm]
met1,0.44,156
met2,0.34,120
met3,0.21,74
met4,0,0
met5,0,0
[final cells by class]
class | count | area, µm² | area share
flip-flops and latches | 5 | 131.4 | 0.4102
inverters | 1 | 3.754 | 0.01172
well taps | 46 | 57.56 | 0.1797
multi-input cells | 7 | 56.30 | 0.1758
repair buffers | 6 | 45.04 | 0.1406
clock buffers | 4 | 26.28 | 0.08203
[what timing repair did]
item	4_1_cts	5_1_grt
gates resized	6	0
hold buffers	0	0
pin swaps	1	1
hold endpoints to repair	0	0
endpoints found under the setup margin	2	2
[cell families (layout without fill, tap and decap cells)]
group / count (synthesis) / in the layout / share of synthesized area
buffers and inverters: 4 / 11 / 0.1272
adder cells (fa/ha/maj): 1 / 1 / 0.05454
multiplexers: 3 / 3 / 0.1636
other: 1 / 3 / 0.01816
flip-flops: 5 / 5 / 0.6364
[critical path, delay by kind of cell (launching register included)]
| kind | cells | cell delay, ns |
|---|---|---|
| buf+inv | 1 | 0.09 |
| fa+ha+maj | 1 | 0.19 |
| flops | 1 | 0.52 |
Power is estimated from default activity; no workload was simulated.
