==> ./design.v <==
module i2cAvs             
    ( input  logic           clk,
      input  logic           reset,        
      input  logic [ 1 : 0 ] avsAdr,
      input  logic           avsWr,
      input  logic [ 7 : 0 ] avsWrData,
      input  logic           avsRd,
      output logic [ 7 : 0 ] avsRdData,
      output logic           insIrq,
      output logic           cmdBegin,     
      output logic           cmdClear,     
      output logic           cmdBitStart,  
      output logic           cmdBitWr,     
      output logic           cmdBitAck,    
      output logic           cmdBitStop,   
      output logic [ 7 : 0 ] cmdByteWr,    
      input  logic           cmdRdy,       
      input  logic [ 7 : 0 ] cmdByteRd,    
      input  logic [ 1 : 0 ] cmdErr,       
      input  logic           cmdBusy,      
      input  logic           cmdWait );    
   logic rmapModEn;
   logic rmapIrqEn;
   logic rmapIrqBit;
   always_ff @( posedge clk, posedge reset )
      if ( reset ) begin    
         avsRdData  <= 8'b0;
         cmdBegin   <= 1'b0;
         cmdClear   <= 1'b0;  
         cmdByteWr  <= 8'b0;         
         rmapModEn  <= 1'b0;
         rmapIrqEn  <= 1'b0; 
         rmapIrqBit <= 1'b0;
      end else begin   
         cmdBegin <= 1'b0;
         cmdClear <= 1'b0;  
         if ( cmdRdy )
            rmapIrqBit <= 1'b1;
         if ( avsWr ) begin
            case ( avsAdr )
               2'd0 : begin
                  if ( avsWrData[ 0 ] ) begin  
                     cmdClear   <= 1'b1;  
                     cmdByteWr  <= 8'b0;
                     rmapModEn  <= 1'b0;
                     rmapIrqEn  <= 1'b0;
                     rmapIrqBit <= 1'b0;
                  end else begin
                     rmapModEn <= avsWrData[ 7 ];
                     if ( ~avsWrData[ 7 ] ) begin
                        cmdClear   <= 1'b1;  
                        rmapIrqBit <= 1'b0;
                     end
                     rmapIrqEn <= avsWrData[ 6 ];
                  end 
               end
               2'd1 : begin
                  rmapIrqBit <= avsWrData[ 0 ];
               end
               2'd2 : begin
                  cmdByteWr <= avsWrData;
               end
               default : begin  
                  if ( rmapModEn ) begin
                     cmdBegin <= 1'b1;  
                  end
                  rmapIrqBit <= 1'b0;
               end
            endcase
         end  
         if ( avsRd ) begin
            case ( avsAdr )
               2'd0 : begin
                  avsRdData <= { rmapModEn, rmapIrqEn, 6'b0 };
               end
               2'd1 : begin
                  avsRdData <= { 7'b0, rmapIrqBit };
               end
               2'd2 : begin
                  avsRdData <= cmdByteRd;
               end
               default : begin  
                  avsRdData <= { cmdBusy, cmdWait, 4'b0, cmdErr };
               end
            endcase
         end  
      end
   always_ff @( posedge clk )  
      if ( avsWr && avsAdr == 2'd3 ) begin
         cmdBitStart <= avsWrData[ 7 ];
         cmdBitWr    <= avsWrData[ 6 ];
         cmdBitAck   <= avsWrData[ 5 ];
         cmdBitStop  <= avsWrData[ 4 ];
      end
   assign insIrq = ( rmapModEn & rmapIrqEn ) ? rmapIrqBit : 1'b0;
endmodule
==> ./run.sh <==
#!/bin/bash
# OpenROAD 26Q1-2900-gdf79404cd8, Yosys 0.63+post, stock flow scripts
make -C /OpenROAD-flow-scripts/flow DESIGN_CONFIG=/design/flow/config.mk WORK_HOME=/design/flow/orfs finish
==> ./config.mk <==
export PLATFORM = sky130hd
export DESIGN_NAME = i2cAvs
export DESIGN_NICKNAME = i2cAvs
export VERILOG_FILES = /design/flow/design.v
export SDC_FILE = /design/flow/constraint.sdc
export NUM_CORES = 4
export LEC_CHECK = 1
export CORE_AREA = 10 10 102 102
export DIE_AREA = 0 0 112 112
==> ./constraint.sdc <==
current_design i2cAvs

set clk_period 1.1
set clk_io_pct 0.2

create_clock -name clk0 -period $clk_period [get_ports {clk}]

set non_clock_inputs [all_inputs -no_clocks]
set_input_delay [expr $clk_period * $clk_io_pct] -clock clk0 $non_clock_inputs
set_output_delay [expr $clk_period * $clk_io_pct] -clock clk0 [all_outputs]
==> impl_metrics.csv <==
group,metric,value,unit
outcome,status,"complete, but fails checks",
outcome,violated_checks,"setup timing",
power,leakagePower,0.835,nW
grt,vias_in_the_first_global_route,968,
synth,synthesis.instances,87,
drt,insertedDiodeCount,0,
grt,grt.met1_usage,6.73,%
cts,inserted_clock_buffers,3,
synth,ys_warn_count,1,
synth,ys_seq_elements,25,
floorplanning,die_area,0.0125,mm²
synth,avgSynthCellArea,12.0,µm²
place,gp_weighted_congestion,0.713,
sta,postLayoutSetupSlackWorst,-0.0658,ns
drt,routed_wirelength,3.36,mm
layout,filler_cell_count,860,
cts,cts.reportedPaths.clkPinSlew,0.09,ns
synth,ys_async_sr_fraction,84.0,%
synth,yosys.stat.seqShare,61.8,%
grt,grt_busiest_layer,"met2",
layout,final_cells,264,
floorplanning,initial_utilization,12.7,%
synth,post_synth_edffs,4,
floorplanning,floorplan.io_pins,50,
synth,synth_cell_type_count,26,
floorplanning,core_area,0.00822,mm²
drt,drcViolationCount,0,
power,intPower,1.62,mW
cts,clockRootBuffer,"sky130_fd_sc_hd__clkbuf_8",
grt,globalRouteTotalUtil,5.01,%
power,switching_share,23.2,%
synth,netlist.top_cell.by_area,"sky130_fd_sc_hd__dfrtp_1",
cts,ctsLongestPathBuffers,2,
setup_path,worst_r2r_path_depth,4,
layout,post_route_cells_drive_above_1_share,27.0,%
place,place_hpwl,2.70,mm
drt,initialDrtViolationCount,20,
cts,tritoncts,"done",
cts,clock_latency_of_the_later_clocked_register_in_the_worst_skew_pair,0.27,ns
floorplanning,chipHeight,112,µm
place,placed_area,0.00176,mm²
power,clock_power_share,26.0,%
power,power.combinational.fraction,23.4,%
synth,synth.yosys.num_cells,87,
drt,drt_first_pass_iters,4,
cts,h-tree-depth,1,
job,warning_count,27,
sta,setup_viol_count_final,1,
layout,fin_area,0.00187,mm²
setup_path,start_kind,"flop",
synth,topCellsByArea,"sky130_fd_sc_hd__dfrtp_1 50%, sky130_fd_sc_hd__edfxtp_1 11%, sky130_fd_sc_hd__a22o_1 6.7%",
drt,detail_route.wl_per_cell,12.7,µm
drt,num_vias,906,
sta,worst_pin_slew,0.382,ns
grt,grt_max_degree,22,
grt,gr-usage-met3,1.19,%
synth,syn_area,0.00104,mm²
setup_path,worst-endpoint-arrival,0.95,ns
floorplanning,die_width,112,µm
setup_path,timing.setup.critical_path_class,"reg -> out",
synth,synthDominantCellAreaShare,50.3,%
cts,clock_sink_count,25,
job,maxCapViolations,0,
sta,setup_repair_after_global_routing_missed_its_margin,"yes",
setup_path,cp_max_fo,2,
power,power.net_switching,0.488,mW
sta,timing.clock.skew,0.00148,ns
sta,max_freq,0.858,GHz
power,sequentialPowerShare,50.6,%
sta,slew_viol_final,0,
synth,common_cells,"21 x sky130_fd_sc_hd__dfrtp_1, 8 x sky130_fd_sc_hd__a22o_1, 7 x sky130_fd_sc_hd__nand2_1",
layout,flop_area,646,µm²
synth,synth.most_common_cell,"sky130_fd_sc_hd__dfrtp_1",
drt,avgViaCountPerCell,3.43,
grt,grt.met2_usage,8.24,%
power,irDropWorstVdd,0.378,mV
floorplanning,std_cell_rows,33,
layout,syn_to_final_growth,78.7,%
layout,logic_area,362,µm²
synth,yosysChipArea,0.00104,mm²
place,dp_cells,249,
grt,grt_antenna_before_repair,0,
synth,yosys_most_used_dff,"sky130_fd_sc_hd__dfrtp_1",
setup_path,setup.worst_path.end_class,"output pin",
power,power.density_cell_area,1130,mW/mm²
sta,timing.final.crit_share,106,%
setup_path,required,0.88,ns
grt,grt_pass1_wl,5.17,mm
grt,global_route.overflow_total,0,
drt,final_antenna_net_count,0,
sta,normalized_max_slew_margin,74.5,%
sta,hold_viol,0,
place,port-buffer-count,49,
min_path,timing.hold.worst.class,"in -> async",
sta,finalWorstPathRequiredPeriod,1.17,ns
-- cell type report --
class                   count  area share [%]
well taps                 105            7.04
multi-input cells          51            19.4
clock buffers               4            2.41
flip-flops and latches     25            34.6
repair buffers             73            35.4
inverters                   6            1.21
-- logic make-up after synthesis --
family / after synthesis / share of synthesized area (%)
compound gates: 21 / 14.1
buf+inv: 11 / 5.03
flops: 25 / 61.8
simple gates: 24 / 12.3
mux: 6 / 6.71
-- what timing repair did --
action / CTS / global route
setup buffers: 9 / 2
pin swaps: 1 / 0
hold buffers: 0 / 0
setup endpoints to repair: 42 / 12
resized: 54 / 9
-- power groups by stage --
| stage | Clock (mW) | Sequential (mW) | Combinational (mW) |
|---|---|---|---|
| 6_report | 0.549 | 1.07 | 0.494 |
| 5_1_grt | 0.596 | 1.08 | 0.546 |
| 4_1_cts | 0.571 | 1.07 | 0.503 |
-- cell usage in the layout, fill, tap and decap left out, drive strengths merged, types with 5 or more instances in the layout --
cell type	netlist	layout
nand2	7	7
buf	4	26
clkdlybuf4s50	0	23
a22o	8	8
clkdlybuf4s15	0	16
inv	6	6
clkbuf	1	9
o22ai	5	5
dfrtp	21	21
mux2	5	5
-- stage by stage --
step	power (mW)	setup WS (ns)	setup TNS (ns)	hold WS (ns)	utilization (%)
floorplan	1.21	0.110	0	0.197	-
global placement	1.57	-0.509	-9.90	0.484	21.4
detailed placement	1.57	-0.521	-10.26	0.482	21.4
CTS	2.14	-0.0815	-0.0815	0.279	22.8
global route	2.22	-0.108	-0.108	0.307	22.7
finish	2.11	-0.0658	-0.0658	0.279	22.7
-- final timing paths --
kind                                           from                        to  slack (ns)
max reg2reg                    rmapIrqBit$_DFF_PP0_      rmapIrqBit$_DFF_PP0_        0.14
max                           rmapModEn$_DFFE_PP0P_                    insIrq       -0.07
min in group clk0                             avsWr      rmapIrqBit$_DFF_PP0_        0.42
min reg2reg                cmdByteWr[3]$_DFFE_PP0P_  cmdByteWr[3]$_DFFE_PP0P_        0.51
min                                           reset     rmapIrqEn$_DFFE_PP0P_        0.28
max in group asynchronous                     reset  cmdByteWr[0]$_DFFE_PP0P_        0.67
-- worst max-delay path: stages (launching register included) --
cell and delay, ns:
sky130_fd_sc_hd__dfrtp_1 0.38, sky130_fd_sc_hd__and3_1 0.18, sky130_fd_sc_hd__buf_2 0.11
-- flip-flops by register name (all words and copies together), names as in the netlist --
register	count
avsRdData	8
cmdBegin	1
cmdBitAck	1
cmdBitStart	1
cmdBitStop	1
cmdBitWr	1
cmdByteWr	8
cmdClear	1
rmapIrqBit	1
rmapIrqEn	1
rmapModEn	1
-- layer usage --
metal	share of wire [%]	wire, µm
met1	47	1580
met2	49	1630
met3	3.7	124
met4	0.74	25
met5	0	0
No activity file was given, so power comes from the tool's default toggle rates.
